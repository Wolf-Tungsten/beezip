### flow/config.mk
export PLATFORM = sky130hd
export DESIGN_NAME = hash_pe_request_serializer
export DESIGN_NICKNAME = hash_pe_request_serializer
export VERILOG_FILES = /design/flow/design.v
export SDC_FILE = /design/flow/constraint.sdc
export NUM_CORES = 4
export LEC_CHECK = 1
export CORE_UTILIZATION = 30
### flow/constraint.sdc
current_design hash_pe_request_serializer

set clk_period 32.0
set clk_io_pct 0.2

create_clock -name clk0 -period $clk_period [get_ports {clk}]

set non_clock_inputs [all_inputs -no_clocks]
set_input_delay [expr $clk_period * $clk_io_pct] -clock clk0 $non_clock_inputs
set_output_delay [expr $clk_period * $clk_io_pct] -clock clk0 [all_outputs]
### flow/design.v
module dff #(parameter W=1, EN=1, RST=1, RST_V=0, PIPE_DEPTH=1, RETIMING=1) (
        input wire clk,
        input wire rst_n,
        input wire [W-1:0] d,
        input wire en,
        output wire [W-1:0] q
    );
    wire [W-1:0] internal_d [PIPE_DEPTH-1:0];
    wire [W-1:0] internal_q [PIPE_DEPTH-1:0];
    assign internal_d[0] = d;
    assign q = internal_q[PIPE_DEPTH-1];
    reg [W-1:0] fixed_d_reg;
    assign internal_q[PIPE_DEPTH-1] = fixed_d_reg;
    generate
        if(RST && EN) begin
            always @(posedge clk) begin
                if(!rst_n) begin
                    fixed_d_reg <= RST_V;
                end
                else begin
                    if(en) begin
                        fixed_d_reg <= internal_d[PIPE_DEPTH-1];
                    end
                end
            end
        end
        else if (RST) begin
            always @(posedge clk) begin
                if(!rst_n) begin
                    fixed_d_reg <= RST_V;
                end
                else begin
                    fixed_d_reg <= internal_d[PIPE_DEPTH-1];
                end
            end
        end
        else if (EN) begin
            always @(posedge clk) begin
                if(en) begin
                    fixed_d_reg <= internal_d[PIPE_DEPTH-1];
                end
            end
        end
        else begin
            always @(posedge clk) begin
                fixed_d_reg <= internal_d[PIPE_DEPTH-1];
            end
        end
    endgenerate
    genvar i;
    generate
        for(i = 0; i < PIPE_DEPTH-1; i = i+1) begin
            (* retiming_backward = RETIMING *)  reg [W-1:0] timing_d_reg;
            assign internal_q[i] = timing_d_reg;
            if(RST && EN) begin
                always @(posedge clk) begin
                    if(!rst_n) begin
                        timing_d_reg <= RST_V;
                    end
                    else begin
                        if(en) begin
                            timing_d_reg <= internal_d[i];
                        end
                    end
                end
            end
            else if (RST) begin
                always @(posedge clk) begin
                    if(!rst_n) begin
                        timing_d_reg <= RST_V;
                    end
                    else begin
                        timing_d_reg <= internal_d[i];
                    end
                end
            end
            else if (EN) begin
                always @(posedge clk) begin
                    if(en) begin
                        timing_d_reg <= internal_d[i];
                    end
                end
            end
            else begin
                always @(posedge clk) begin
                    timing_d_reg <= internal_d[i];
                end
            end
        end
        for(i = 1; i < PIPE_DEPTH; i = i+1) begin
            assign internal_d[i] = internal_q[i-1];
        end
    endgenerate
endmodule
module pop_count #(parameter W=16)
(
    input wire [W-1:0] input_vec,
    output reg [$clog2(W)+1-1:0] output_count
);
    integer i;
    always @(*) begin
        output_count = 0;
        for(i=0; i < W; i=i+1) begin
            output_count = output_count + ($bits(output_count))'(input_vec[i]);
        end
    end
endmodule
module priority_encoder #(parameter [31:0] W = 16)(
    input wire [W-1:0] input_vec,
    output reg output_valid,
    output reg [$clog2(W)-1:0] output_index
);
  integer i;
  always @(*) begin
    output_valid = 0;  
    output_index = 0;  
    for (i = W-1; i >= 0; i = i - 1) begin
      if (input_vec[i]) begin
        output_valid = 1;
        output_index = i[$clog2(W)-1:0];
      end
    end
  end
endmodule
module hash_pe_request_serializer(
        input wire clk,
        input wire rst_n,
        input wire [4+1-1:0] cfg_max_queued_req_num, 
        input wire input_valid,
        input wire [23-1:0] input_head_addr,
        input wire [(2**4)-1:0] input_mask_vec,
        input wire [((18-3)-5)*(2**4)-1:0] input_hash_value_vec,
        input wire input_delim,
        output reg input_ready,
        output reg output_valid,
        output reg [23-1:0] output_addr,
        output reg [(18-3)-5-1:0] output_hash_value,
        output reg output_delim,
        input wire output_ready,
        output wire in_flush_mode
    );
    wire p_rst_n;
    dff #(.W(1), .RST(0), .EN(0)) rst_n_reg(
        .clk(clk),
        .d(rst_n),
        .q(p_rst_n),
        .rst_n(1'b0),
        .en(1'b0)
    );
    reg [(18-3)-5-1:0] input_hash_value_arr [0:(2**4)-1];
    reg [(2**4)-1:0] buffer_mask_vec_reg_d;
    wire [(2**4)-1:0] buffer_mask_vec_reg_q;
    reg buffer_mask_vec_reg_en;
    dff #(.W((2**4)), .EN(1), .RST(1)) buffer_mask_vec_reg (
            .clk(clk), .rst_n(p_rst_n),
            .en(buffer_mask_vec_reg_en),
            .d(buffer_mask_vec_reg_d),
            .q(buffer_mask_vec_reg_q)
        );
    reg [((18-3)-5)*(2**4)-1:0] buffer_hash_value_arr_reg_d;
    wire [((18-3)-5)*(2**4)-1:0] buffer_hash_value_arr_reg_q;
    reg buffer_hash_value_arr_reg_en;
    dff #(.W(((18-3)-5)*(2**4)), .EN(1)) buffer_hash_value_arr_reg (
            .clk(clk), .rst_n(p_rst_n),
            .en(buffer_hash_value_arr_reg_en),
            .d(buffer_hash_value_arr_reg_d),
            .q(buffer_hash_value_arr_reg_q)
        );
    reg [23-1:0] buffer_head_addr_reg_d;
    wire [23-1:0] buffer_head_addr_reg_q;
    reg buffer_head_addr_reg_en;
    dff #(.W(23), .EN(1)) buffer_head_addr_reg (
            .clk(clk), .rst_n(p_rst_n),
            .en(buffer_head_addr_reg_en),
            .d(buffer_head_addr_reg_d),
            .q(buffer_head_addr_reg_q)
        );
    reg buffer_delim_reg_d;
    wire buffer_delim_reg_q;
    reg buffer_delim_reg_en;
    dff #(.W(1), .EN(1)) buffer_delim_reg (
            .clk(clk), .rst_n(p_rst_n),
            .en(buffer_delim_reg_en),
            .d(buffer_delim_reg_d),
            .q(buffer_delim_reg_q)
        );
    reg [4+1-1:0] counter_reg_d;
    wire [4+1-1:0] counter_reg_q;
    reg counter_reg_en;
    dff #(.W(4+1), .EN(1), .RST(1)) counter_reg (
            .clk(clk), .rst_n(p_rst_n),
            .en(counter_reg_en),
            .d(counter_reg_d),
            .q(counter_reg_q)
        );
    wire [4+1-1:0] input_valid_count, buffer_valid_count;
    pop_count #(.W((2**4))) input_valid_count_inst (
                  .input_vec(input_mask_vec),
                  .output_count(input_valid_count)
              );
    pop_count #(.W((2**4))) buffer_valid_count_inst (
                  .input_vec(buffer_mask_vec_reg_q),
                  .output_count(buffer_valid_count)
              );
    wire [4-1:0] input_valid_sel, buffer_valid_sel;
    wire tile_off_valid_0, tile_off_valid_1;
    priority_encoder #(.W((2**4))) input_valid_enc_inst (
                         .input_vec(input_mask_vec),
                         .output_index(input_valid_sel),
                         .output_valid(tile_off_valid_0)
                     );
    priority_encoder #(.W((2**4))) buffer_valid_enc_inst (
                         .input_vec(buffer_mask_vec_reg_q),
                         .output_index(buffer_valid_sel),
                         .output_valid(tile_off_valid_1)
                     );
    localparam NORMAL = 0,
               FLUSH = 1;
    reg [1:0] state_reg, next_state;
    always @(posedge clk) begin
        if(!p_rst_n) begin
            state_reg <= 2'b0;
            state_reg[NORMAL] <= 1'b1;
        end
        else begin
            state_reg <= next_state;
        end
    end
    assign in_flush_mode = state_reg[FLUSH];
    always @(*) begin: hprs_fsm_logic
        integer i;
        for(i = 0; i < (2**4); i = i + 1) begin
            input_hash_value_arr[i] = input_hash_value_vec[i*((18-3)-5)+:(18-3)-5];
        end
        next_state = 2'b0;
        input_ready = 1'b0;
        output_valid = 1'b0;
        output_hash_value = input_hash_value_arr[0];
        output_addr = input_head_addr;
        output_delim = input_delim;
        buffer_hash_value_arr_reg_d = 0;
        buffer_mask_vec_reg_d = 0;
        buffer_head_addr_reg_d = 0;
        buffer_delim_reg_d = 0;
        buffer_hash_value_arr_reg_en = 1'b0;
        buffer_mask_vec_reg_en = 1'b0;
        buffer_head_addr_reg_en = 1'b0;
        buffer_delim_reg_en = 1'b0;
        counter_reg_d = 0;
        counter_reg_en = 1'b0;
        case(1'b1)
            state_reg[NORMAL]: begin
                input_ready = 1'b1;
                if(input_valid && input_valid_count > 0) begin
                    output_valid = 1'b1;
                    output_hash_value = input_hash_value_arr[input_valid_sel];
                    output_addr = input_head_addr + {{(23)-$bits(input_valid_sel){1'b0}}, (input_valid_sel)};
                    output_delim = input_delim;
                    if(output_ready) begin
                        if(input_valid_count > 1 && cfg_max_queued_req_num > 1) begin
                            buffer_hash_value_arr_reg_en = 1'b1;
                            buffer_mask_vec_reg_en = 1'b1;
                            buffer_head_addr_reg_en = 1'b1;
                            buffer_delim_reg_en = 1'b1;
                            buffer_delim_reg_d = input_delim;
                            buffer_head_addr_reg_d = input_head_addr;
                            counter_reg_d = 1;
                            counter_reg_en = 1'b1;
                            for(i = 0; i < (2**4); i = i + 1) begin
                                buffer_hash_value_arr_reg_d[i * ((18-3)-5) +: (18-3)-5] = input_hash_value_arr[i];
                                buffer_mask_vec_reg_d[i] = input_mask_vec[i] && (i[4-1:0] != input_valid_sel);  
                            end
                            next_state[FLUSH] = 1'b1;
                        end
                        else begin
                            next_state[NORMAL] = 1'b1;
                        end
                    end
                    else begin
                        buffer_hash_value_arr_reg_en = 1'b1;
                        buffer_mask_vec_reg_en = 1'b1;
                        buffer_head_addr_reg_en = 1'b1;
                        buffer_head_addr_reg_d = input_head_addr;
                        buffer_delim_reg_en = 1'b1;
                        buffer_delim_reg_d = input_delim;
                        counter_reg_d = 0;
                        counter_reg_en = 1'b1;
                        for(i = 0; i < (2**4); i = i + 1) begin
                            buffer_hash_value_arr_reg_d[i * ((18-3)-5) +: (18-3)-5] = input_hash_value_arr[i];
                            buffer_mask_vec_reg_d[i] = input_mask_vec[i];
                        end
                        next_state[FLUSH] = 1'b1;
                    end
                end else begin
                    next_state[NORMAL] = 1'b1;
                end
            end
            state_reg[FLUSH]: begin
                output_valid = 1'b1;
                output_addr = buffer_head_addr_reg_q + {{(23)-$bits(buffer_valid_sel){1'b0}}, (buffer_valid_sel)};
                output_hash_value = buffer_hash_value_arr_reg_q[buffer_valid_sel * ((18-3)-5) +: (18-3)-5];
                output_delim = buffer_delim_reg_q;
                if(output_ready) begin
                    if(buffer_valid_count > 1 && counter_reg_q + 1 < cfg_max_queued_req_num) begin
                        counter_reg_d = counter_reg_q + 1;
                        counter_reg_en = 1;
                        next_state[FLUSH] = 1'b1;
                        buffer_mask_vec_reg_en = 1'b1;
                        for(i = 0; i < (2**4); i = i + 1) begin
                            buffer_mask_vec_reg_d[i] = buffer_mask_vec_reg_q[i] && (i[4-1:0] != buffer_valid_sel);
                        end
                    end
                    else begin
                        next_state[NORMAL] = 1'b1;
                    end
                end else begin
                    next_state[FLUSH] = 1'b1;
                end
            end
            default: begin
                next_state[NORMAL] = 1'b1;
            end
        endcase
    end
endmodule
### flow/run.sh
#!/bin/bash
# OpenROAD 26Q1-2900-gdf79404cd8, Yosys 0.63+post, stock flow scripts
make -C /OpenROAD-flow-scripts/flow DESIGN_CONFIG=/design/flow/config.mk WORK_HOME=/design/flow/orfs finish
==> run_results.csv <==
group,metric,value,unit
status,status,"finished, final reports clean",
clock_tree,clk_latency,0.56,ns
floorplan,core_area,43300,µm²
job,warnings,28,
setup_path,crit_chain,"clkdlybuf4s50_1 -> ha_1 -> inv_1 -> fa_1 -> inv_1 -> fa_1 -> fa_1 -> inv_1 -> fa_1 -> fa_1 -> fa_1 -> or3b_2 -> o31a_1 -> nand2_1 -> nor3_4 -> a311oi_1 -> clkdlybuf4s50_1",
cells_and_area,layout-drive-gt1-share,5.46,%
logic_synthesis,postSynthCellCount,1687,
floorplan,rows,76,
cells_and_area,nFillCells,4318,
route,antenna_cells,0,
logic_synthesis,synthDominantCellAreaShare,31.5,%
floorplan,io_pins,246,
grt,grt_overflow,0,
logic_synthesis,xor_area_share,1.72,%
final_timing,setup_viol,0,
cells_and_area,seqCellArea,4170,µm²
setup_path,arrival,12.82,ns
final_timing,finClkSkew,0.0195,ns
clock_tree,postCtsSetupBuffers,0,
logic_synthesis,yosysWarnings,10,
route,ant_nets,0,
logic_synthesis,post-synth-top-area-cell,"dfxtp_1",
floorplan,chipArea,44900,µm²
setup_path,cp_max_fo,12,
final_timing,finalCritPeriodShare,60.0,%
logic_synthesis,synthTopCellsByArea,"dfxtp_1 31%, nand2_1 12%, a21boi_0 11%",
placed_design,portBuffers,245,
cells_and_area,logic_area,8400,µm²
setup_path,slowest_delay,0.67,ns
cells_and_area,area_growth,29.2,%
worst_hold_path,hp-class,"flip-flop to flip-flop",
clock_tree,cts_inserted_buffers,26,
logic_synthesis,ys_sh_adder,5.40,%
floorplan,dieHeight,212,µm
clock_tree,cts_max_level,1,
logic_synthesis,mux_area_share,7.49,%
logic_synthesis,yosys_cells,1687,
setup_path,critPathSlowestCell,"clkdlybuf4s50_1",
setup_path,crit_top_cell,"fa_1",
clock_tree,root_buffer,"clkbuf_16",
cells_and_area,utilization,39.5,%
setup_path,cp-start-kind,"input port",
logic_synthesis,synthTopLogicFamily,"AND-OR/OR-AND gates",
final_timing,slew-limit-headroom,39.5,%
logic_synthesis,synthArstFlopShare,0,%
logic_synthesis,synthesis.area,13200,µm²
setup_path,end_kind,"primary output",
logic_synthesis,avgSynthCellArea,7.84,µm²
cells_and_area,fin_cells,2473,
route,drtPass1Iterations,5,
cells_and_area,final_layout_top_logic_cells,"434 x nand2_1, 245 x clkdlybuf4s50_1, 207 x dfxtp_1, 190 x a21boi_0, 91 x mux2i_1",
logic_synthesis,ys.flop_type,"dfxtp_1",
route,drc_errors,0,
grt,grt_max_degree,161,
placed_design,dpl.hpwl,41.6,mm
placed_design,dp_cells,2427,
grt,grt_pass1_vias,12865,
pwr,power.density,79.6,nW/µm²
clock_tree,hold_buffers,0,
cells_and_area,largest_reg_flops,160,
route,drt_iter0_drc,999,
setup_path,cp_data_required_time,25.60,ns
final_timing,tightestPinTransition,0.896,ns
logic_synthesis,simple_gate_share,21.4,%
job,max_cap_viol_count,0,
final_timing,timing.fmax,52.0,MHz
pwr,vdd_drop_max,0.0582,mV
cells_and_area,lay_top_count,"nand2_1",
placed_design,gp_congestion,1.00,
final_timing,hold_ws,0.460,ns
final_timing,hold_violations,0,
pwr,p_leak,6.25,nW
final_timing,min_period,19.22,ns
logic_synthesis,synth_cell_types,81,
final_timing,fin_setup_tns,0,ns
grt,antenna_found_initial,0,
logic_synthesis,yosys_area,13200,µm²
floorplan,initial_core_util,30.6,%
clock_tree,clk_pin_slew_worst_paths,0.06,ns
route,vias,13412,
clock_tree,clock_sinks,208,
logic_synthesis,edf_count,0,
route,routed_via_density,5.42,
grt,grt_usage,25.0,%
logic_synthesis,synthAoiAreaFrac,27.2,%
clock_tree,cts_max_path_buffers,3,
floorplan,die_w,212,µm
clock_tree,cts_tree,"yes",
setup_path,path_class,"input port to primary output",
final_timing,rsz0062_at_grt,"no",
final_timing,slew_violations,0,
logic_synthesis,numSynthFlops,208,
logic_synthesis,yosys.stat.seqShare,31.5,%
route,wl_per_cell,22.3,µm
clock_tree,ctsResizeCount,0,
grt,grt_first_pass_wirelength,81.0,mm
route,finalWirelength,55.3,mm
## metrics by stage
| step | power, mW | setup slack (ns) | cell area, µm² |
|---|---|---|---|
| 6_report | 1.36 | 12.78 | 17100 |
| 5_1_grt | 1.44 | 12.47 | 17100 |
| 4_1_cts | 1.37 | 12.74 | 17100 |
| 3_5_place_dp | 1.06 | 12.75 | 16200 |
| 3_3_place_gp | 1.05 | 12.83 | 16200 |
| 2_1_floorplan | 0.802 | 14.39 | 13200 |
## cells in the mapped netlist (all sizes together) (22+ instances only)
cell,count
a21oi,28
mux2i,91
fa,22
o21ai,56
nor2,70
buf,25
o22ai,38
nor3,24
clkbuf,94
a211oi,22
inv,58
nand2,435
dfxtp,208
a21boi,191
## logic make-up after synthesis
logic type                 Yosys count
xor gates and xnor gates            26
AOI/OAI and AO/OA                  487
and+or+nand+nor                    647
DFF                                208
buffers and inverters              177
adders and majority gates           44
muxes                               98
## area by class of cell
| cell class | instances | share of cell area [%] |
|---|---|---|
| Sequential cell | 208 | 24.4 |
| Clock buffer | 37 | 4.29 |
| Inverter | 58 | 1.27 |
| Multi-Input combinational cell | 1302 | 49.2 |
| Tap cell | 585 | 4.29 |
| Timing Repair Buffer | 274 | 15.7 |
| Clock inverter | 9 | 0.872 |
## critical path, delay by kind of cell
kind | cells | cell delay (ns)
adders and majority gates | 7 | 3.22
and+or+nand+nor | 3 | 1.18
AOI/OAI and AO/OA | 2 | 0.67
buffers and inverters | 5 | 1.34
## power by group
part	switching [mW]	internal, mW
clock network	0.121	0.184
registers	0.0403	0.321
logic	0.431	0.262
total	0.593	0.767
## worst paths after layout
check,from,endpoint,slack [ns],cells after the start
worst max-delay path,input_mask_vec[0],output_addr[19],12.78,17
worst min-delay path,buffer_hash_value_arr_reg.fixed_d_reg[5],buffer_hash_value_arr_reg.fixed_d_reg[5],0.46,2
worst max register to register,buffer_mask_vec_reg.fixed_d_reg[0],buffer_mask_vec_reg.fixed_d_reg[12],26.19,16
worst min register to register,buffer_hash_value_arr_reg.fixed_d_reg[5],buffer_hash_value_arr_reg.fixed_d_reg[5],0.46,2
## per-layer routing
layer / wire length, µm / track usage (%)
met3: 3280 / 3.33
met4: 2500 / 9.57
met2: 25700 / 39.5
met5: 0 / 0
met1: 23800 / 35.1
Power and IR drop assume default switching activity.

==> design.v <==
module forward_reg #(parameter W = 8)
(
    input wire clk,
    input wire rst_n,
    input  wire         input_valid,
    output wire         input_ready,
    input  wire [W-1:0] input_payload,
    output wire         output_valid,
    input  wire         output_ready,
    output wire [W-1:0] output_payload
);
    reg buffer_full_reg;
    reg [W-1:0] buffer_reg;
    assign input_ready = (~buffer_full_reg) || output_ready;
    assign output_valid = buffer_full_reg;
    assign output_payload = buffer_reg;
    always @(posedge clk) begin
        if (~rst_n) begin
            buffer_full_reg <= 1'b0;
        end else begin
            if(~buffer_full_reg) begin
                if(input_valid) begin
                    buffer_reg <= input_payload;
                    buffer_full_reg <= 1'b1;
                end
            end else begin
                if(input_valid && output_ready) begin
                    buffer_reg <= input_payload;
                end else if (!input_valid && output_ready) begin
                    buffer_full_reg <= 1'b0;
                end
            end
        end
    end
endmodule
module hash_function
    (
        input wire clk,
        input wire rst_n,
        input wire [5*8-1:0] input_data,
        input wire stall,
        output wire [(18-3)-1:0] hash_value
    );
    wire [63:0] prime = 64'hcf1bbcdcbb;
    localparam padding_zero = (64 - 5*8);
    wire [63:0] raw_bytes = {input_data, {padding_zero{1'b0}}};
    wire [31:0] prime_l = prime[31:0];
    wire [31:0] prime_h = prime[63:32];
    wire [31:0] raw_bytes_l = raw_bytes[31:0];
    wire [31:0] raw_bytes_h = raw_bytes[63:32];
    reg [63:0] phl_reg;
    reg [63:0] pll_reg;
    reg [63:0] plh_reg;
    reg [63:0] prod_reg;
    assign hash_value = prod_reg[63 -: (18-3)];
    always @(posedge clk) begin
        if(~stall) begin
            phl_reg <= prime_h * raw_bytes_l;
            pll_reg <= prime_l * raw_bytes_l;
            plh_reg <= prime_l * raw_bytes_h;
            prod_reg <= (phl_reg << 32) + pll_reg + (plh_reg << 32);
        end
    end
endmodule
module hash_compute
    (
        input wire clk,
        input wire rst_n,
        input wire input_valid,
        input wire [23-1:0] input_head_addr,
        input wire [((2**4)+13-1)*8-1:0] input_data,
        input wire input_delim,
        output wire input_ready,
        output wire output_valid,
        output wire [23-1:0] output_head_addr,
        output wire [(18-3)*(2**4)-1:0] output_hash_value_vec,
        output wire [((2**4)+13-1)*8-1:0] output_data,
        output wire output_delim,
        input wire output_ready
    );
    localparam PAYLOAD_WIDTH = 23 + (18-3)*(2**4) + 1 + ((2**4)+13-1)*8;
    reg valid_0_reg, valid_1_reg;
    reg [23-1:0] head_addr_0_reg, head_addr_1_reg;
    reg [((2**4)+13-1)*8-1:0] data_0_reg, data_1_reg;
    reg delim_0_reg, delim_1_reg;
    wire [(18-3)*(2**4)-1:0] hash_value_vec;
    wire payload_reg_ready;
    wire stall = ~payload_reg_ready;
    assign input_ready = payload_reg_ready;
    genvar i;
    generate
        for (i = 0; i < (2**4); i = i+1) begin
            hash_function hash_func (
                              .clk(clk),
                              .rst_n(rst_n),
                              .input_data(input_data[i*8 +: 5*8]),
                              .stall(stall),
                              .hash_value(hash_value_vec[i*(18-3) +: (18-3)])
                          );
        end
    endgenerate
    forward_reg #(.W(PAYLOAD_WIDTH))
                payload_reg (
                    .clk(clk),
                    .rst_n(rst_n),
                    .input_valid(valid_1_reg),
                    .input_payload({head_addr_1_reg, hash_value_vec, delim_1_reg, data_1_reg}),
                    .input_ready(payload_reg_ready),
                    .output_valid(output_valid),
                    .output_payload({output_head_addr, output_hash_value_vec, output_delim, output_data}),
                    .output_ready(output_ready)
                );
    always @(posedge clk) begin
        if(~rst_n) begin
            valid_0_reg <= 1'b0;
            valid_1_reg <= 1'b0;
        end
        else begin
            if(~stall) begin
                valid_0_reg <= input_valid;
                valid_1_reg <= valid_0_reg;
                head_addr_0_reg <= input_head_addr;
                head_addr_1_reg <= head_addr_0_reg;
                delim_0_reg <= input_delim;
                delim_1_reg <= delim_0_reg;
                data_0_reg <= input_data;
                data_1_reg <= data_0_reg;
            end
        end
    end
endmodule
==> run.sh <==
#!/bin/bash
# OpenROAD 26Q1-2900-gdf79404cd8, Yosys 0.63+post, stock flow scripts
make -C /OpenROAD-flow-scripts/flow DESIGN_CONFIG=/design/flow/config.mk WORK_HOME=/design/flow/orfs finish
==> config.mk <==
export PLATFORM = sky130hd
export DESIGN_NAME = hash_compute
export DESIGN_NICKNAME = hash_compute
export VERILOG_FILES = /design/flow/design.v
export SDC_FILE = /design/flow/constraint.sdc
export NUM_CORES = 4
export LEC_CHECK = 1
export CORE_UTILIZATION = 30
==> constraint.sdc <==
current_design hash_compute

set clk_period 156.6
set clk_io_pct 0.2

create_clock -name clk0 -period $clk_period [get_ports {clk}]

set non_clock_inputs [all_inputs -no_clocks]
set_input_delay [expr $clk_period * $clk_io_pct] -clock clk0 $non_clock_inputs
set_output_delay [expr $clk_period * $clk_io_pct] -clock clk0 [all_outputs]
==> run_results.csv <==
group,metric,value,unit
sta,skew,0.128,ns
routing,wirelength,846000,µm
synthesis,syn-cell-area,0.272,mm²
clocking,cts_tree,"done",
synthesis,ys_ff,2301,
clocking,cts.clk_slew.worst_paths,0.05,ns
sta,setup_violations,0,
routing,wl_per_cell,22.9,µm
place,dp_cells,36300,
clocking,cts-resized-gates,0,
routing,drt-vias-per-instance,4.56,
synthesis,synth_cells,23200,
synthesis,ys_warn_count,3,
floorplanning,dieHeight,954,µm
floorplanning,fp_util,0.301,
clocking,cts_sinks,2301,
routing,final_antenna_net_count,0,
routing,drt-initial-drc-count,7901,
sta,final-hold-violation-count,0,
sta,tightest_slew,1.03,ns
global_route,antenna_found_initial,57,
floorplanning,core_area,0.903,mm²
hold_path,hp-start,"genblk1[8].hash_func.prod_reg[51]$_DFFE_PN_",
global_route,grt_overflow,0,
layout,lay_top_cells,"inv_1, ha_1, fa_1, edfxtp_1, xnor2_1",
clocking,clkLatencyLatePin,1.05,ns
setup_path,reg2reg_depth,8,
synthesis,synthFlopType,"edfxtp_1",
job,drv_cap,0,
setup_path,rrSetupSlack,150.75,ns
global_route,grt_max_degree,122,
synthesis,post_synth_num_cell_types,95,
place,io_buffers,741,
floorplanning,ios,742,
synthesis,yosysSeqAreaShare,0.254,
job,tool_warnings,129,
floorplanning,row_count,349,
global_route,grt_usage,0.199,
synthesis,largest_area_cell,"fa_1",
layout,post-route-cell-area,0.307,mm²
sta,relSlewSlack,0.295,
sta,fmax,15.6,MHz
global_route,grt_pass1_vias,183000,
floorplanning,die-area,0.910,mm²
place,routabilityCongestion,0.991,
status,outcome,"finished clean",
clocking,cts_setup_buffers,0,
sta,fin_crit_sh,0.411,
setup_path,path_max_fanout,7,
synthesis,synth_top_area_share,0.300,
place,placed_area,0.297,mm²
layout,layout_top_cell,"inv_1",
layout,largest_register_ffs,512,
global_route,grt_first_pass_wirelength,1240000,µm
setup_path,r2r_end,"genblk1[8].hash_func.prod_reg[59]$_DFFE_PN_",
routing,first_pass_iters,7,
layout,drive_gt1_frac,0.0424,
clocking,numCtsBuffers,308,
routing,vias,168000,
sta,final.setup.tns,0,ns
setup_path,arrival,32.99,ns
synthesis,avgSynthCellArea,11.7,µm²
routing,drc,0,
clocking,cts.htree.levels,5,
clocking,root_buffer,"clkbuf_16",
setup_path,start_kind,"primary input",
floorplanning,die_x,954,µm
synthesis,topCellsByArea,"fa_1, edfxtp_1, ha_1, inv_1, xnor2_1",
setup_path,r2r_start,"payload_reg.buffer_full_reg$_SDFF_PN0_",
synthesis,ys_cells,23200,
hold_path,hold_class,"reg2reg",
setup_path,cp.required,125.28,ns
setup_path,cp-end-kind,"output pin",
synthesis,async_reset_ff_frac,0,
clocking,cts_hold_buffers,0,
sta,rsz0062_at_grt,"false",
synthesis,edf_count,2298,
setup_path,setup.worst_path.class,"in2out",
hold_path,min_to,"payload_reg.buffer_reg[347]$_DFFE_PP_",
hold_path,holdPathStages,0,
place,hpwl,711000,µm
synthesis,ys_area,0.272,mm²
sta,slew_violations,0,
layout,stdcell_count,36900,
layout,area_delta_synth_final,13.0,%
sta,finalCriticalPeriod,64.31,ns
clocking,max-clock-path-buffers,5,
[final cells by class]
cell class	instances	area [µm²]
repair buffers	1215	10900
clock inverters	176	1720
inverters	5691	21400
clock buffers	355	7950
fillers	88600	596000
flip-flops and latches	2301	69100
diodes	54	135
well taps	11900	14900
multi-input cells	15200	181000
[cell families (layout without fill, tap and decap cells)]
| family | after synthesis | after routing | synth area share |
|---|---|---|---|
| compound gates | 2580 | 2580 | 0.0628 |
| buf+inv | 5775 | 7437 | 0.0797 |
| mux | 6 | 6 | 0.000225 |
| fa+ha+maj | 8491 | 8491 | 0.503 |
| flops | 2301 | 2301 | 0.254 |
| simple gates | 2224 | 2224 | 0.0396 |
| xor+xnor | 1871 | 1871 | 0.0603 |
| other cells | 0 | 54 | 0 |
[layer usage]
| layer | GRT usage | wire (µm) | vias to the layer above |
|---|---|---|---|
| li1 | - | - | 78600 |
| met1 | 0.251 | 321000 | 82800 |
| met2 | 0.308 | 389000 | 5609 |
| met3 | 0.101 | 101000 | 1124 |
| met4 | 0.0583 | 33600 | 46 |
| met5 | 0.00229 | 506 | - |
[how the worst max path moves through the flow]
stage	from	end	slack (ns)	cells after the start
after CTS	output_ready	input_ready	92.14	4
after global routing	output_ready	input_ready	92.09	4
final	output_ready	input_ready	92.29	4
[synth_stat cells, types with 33 or more instances]
cell type / number
a41o_1: 35
nand3_1: 159
fa_1: 4080
xnor2_1: 1255
nor2b_1: 149
nand2b_1: 128
a21o_1: 489
edfxtp_1: 2298
o21ai_0: 348
o21a_1: 219
nand4_1: 61
a21boi_0: 33
a211oi_1: 79
and2_1: 124
a21oi_1: 816
xor2_1: 615
o21bai_1: 102
ha_1: 4403
a31oi_1: 46
nor3_1: 240
or2_2: 42
clkbuf_1: 81
nand2_1: 301
nor2_1: 809
o211ai_1: 38
and3_1: 62
inv_1: 5691
or3_1: 72
[critical path, stage by stage]
cell	delay, ns
clkdlybuf4s50_1	0.50
nand2b_4	0.48
buf_12	0.18
clkdlybuf4s50_1	0.46
[through the flow]
stage          hold WS [ns]   util  setup slack (ns)
2_1_floorplan         0.400      -             58.28
3_3_place_gp          0.400  0.329             92.14
3_5_place_dp          0.405  0.329             92.16
4_1_cts               0.353  0.340             92.14
5_1_grt               0.357  0.340             92.09
6_report              0.353  0.340             92.29

**design/flow/run.sh**
```bash
#!/bin/bash
# OpenROAD 26Q1-2900-gdf79404cd8, Yosys 0.63+post, stock flow scripts
make -C /OpenROAD-flow-scripts/flow DESIGN_CONFIG=/design/flow/config.mk WORK_HOME=/design/flow/orfs finish
```
**design/flow/config.mk**
```make
export PLATFORM = sky130hd
export DESIGN_NAME = input_leftover_buffer
export DESIGN_NICKNAME = input_leftover_buffer
export VERILOG_FILES = /design/flow/design.v
export SDC_FILE = /design/flow/constraint.sdc
export NUM_CORES = 4
export LEC_CHECK = 1
export CORE_AREA = 10 10 227 227
export DIE_AREA = 0 0 237 237
```
**design/flow/constraint.sdc**
```tcl
current_design input_leftover_buffer

set clk_period 19.9
set clk_io_pct 0.2

create_clock -name clk0 -period $clk_period [get_ports {clk}]

set non_clock_inputs [all_inputs -no_clocks]
set_input_delay [expr $clk_period * $clk_io_pct] -clock clk0 $non_clock_inputs
set_output_delay [expr $clk_period * $clk_io_pct] -clock clk0 [all_outputs]
```
**design/flow/design.v**
```verilog
module input_leftover_buffer (
        input wire clk,
        input wire rst_n,
        input  wire input_valid,
        output wire input_ready,
        input  wire input_delim,
        input wire [23-1:0] dbg_i_head_addr,
        input  wire [(2**4)*8-1:0] input_data,
        output wire output_valid,
        input  wire output_ready,
        output wire output_delim,
        output wire [23-1:0] output_head_addr,
        output wire [((2**4)+13-1)*8-1:0] output_data
    );
    localparam state_wait = 2'b0;
    localparam state_output = 2'b1;
    localparam state_flush_delim = 2'b10;
    reg [1:0] state_reg;
    reg [(2**4)*8-1:0] data_reg;
    reg [23-1:0] head_addr_reg;
    assign input_ready = (state_reg == state_wait) || ((state_reg == state_output) && output_ready);
    assign output_valid = ((state_reg == state_output) && input_valid) || (state_reg == state_flush_delim);
    assign output_delim = (state_reg == state_flush_delim);
    assign output_data = {input_data[(13-1)*8-1:0], data_reg};
    assign output_head_addr = head_addr_reg;
    always @(posedge clk) begin
        if(!rst_n) begin
            state_reg <= state_wait;
            head_addr_reg <= 0;
        end
        else begin
            case(state_reg)
                state_wait: begin
                    if(input_valid) begin
                        data_reg <= input_data;
                        if(input_delim) begin
                            state_reg <= state_flush_delim;
                        end
                        else begin
                            state_reg <= state_output;
                        end
                    end
                end
                state_output: begin
                    if(output_valid && output_ready) begin
                        data_reg <= input_data;
                        head_addr_reg <= head_addr_reg + (2**4);
                        if(input_delim) begin
                            state_reg <= state_flush_delim;
                        end
                        else begin
                            state_reg <= state_output;
                        end
                    end
                end
                state_flush_delim: begin
                    if(output_ready) begin
                        head_addr_reg <= head_addr_reg + (2**4);
                        state_reg <= state_wait;
                    end
                end
                default: begin
                    state_reg <= state_wait;
                end
            endcase
        end
    end
endmodule
```
==> qor.csv <==
metric;value;unit
status;complete, no violations;
total of max-cap violations;0;
Max-area cell share;0.682;
CP Capture Point;output_valid;
R2R Path End;data_reg[24];
CTS tree;done;
post-route insts no fill;1270;
Vias per Instance;3.01;
main flop type;edfxtp_1;
RSZ-0062 raised after global routing;false;
DRT Wirelength;21200;um
Synth area leader;edfxtp_1;
r2r worst-path depth;6;
Congestion Overflow GR;0;
Residual DRC;0;
tool warnings;48;
CTS resizes;0;
FF+latch count, synth;150;
ys async rst share;0;
PwrDens;78.5;nW/um^2
Peak supply drop;65.9;uV
GPL Wtd Cong;0.800;
Slew Viols, Final;0;
CP required;15920;ps
Reg clk slew, reported paths;70;ps
Core Rows;79;
Initial Util;0.121;
final core utilization;0.216;
Worst Setup SP;input_valid;
CP Max Fanout;8;
Clock Latency Late Sink;460;ps
minimum clock period;9510;ps
Core Area;46600;sq um
final setup violation count;0;
Max H-tree Level;4;
worst slack at placement;10410;ps
crit path cell chain;clkdlybuf4s50_1 -> a21oi_2 -> clkinv_2 -> clkdlybuf4s50_1;
clock buffer depth;2;
layout cells sized above 1;0.0633;
Mapped Area;5640;sq um
number of diodes;0;
setup tns final;0;ps
setup ws final;10390;ps
Yosys cell types;36;
via count of the routed design;3827;
vias in the first global route;4073;
setup repair bufs after CTS;0;
Final period util;0.478;
crit path kind;in -> out;
chip area;56200;sq um
worst reg2reg path startpoint;state_reg[2];
worst slew pin tran;710;ps
startpoint types;input port;
Ys Warns;1;
area grow syn2layout;78.6;%
post-route ant nets;0;
Final HPWL DP;17500;um
synthesis area per yosys;5640;sq um
FMAX;105;MHz
critical path's largest stage delay;490;ps
Cells after Synth;350;
reg2reg setup slack;17330;ps
FILL cells;4863;
Initial DRC Count;173;
Crit-path slowest cell;clkdlybuf4s50_1;
first-pass GRT wire length;30200;um
Top area cell types;edfxtp_1 (68%), buf_4 (13%), dfxtp_1 (7.8%);
EDFF count, synth;128;
crit path DAT;5530;ps
largest net degree at the start of global routing;54;
most frequent cell on the critical path;clkdlybuf4s50_1;
Power Total;0.000790;W
Post-CTS Hold Buffers;0;
Die X;237;um
overall die height;237;um
first-pass iteration count of the detailed router;4;
endpoints failing hold;0;
Clock Tree Root;clkbuf_16;
IO Port Bufs;378;
post-placement cell count;1239;
WL/cell;16.7;um
Rel. slew slack;0.526;
leakage;3.37;nW
max reg flops;128;
initial antenna violation count;5;
Synth Seq Share;0.760;
worst hold path type;reg -> reg;
ys cells;350;
Avg Inst Size Synth;16.1;sq um
num ports;406;
Setup crit end kind;output port;
GRT Util Overall;0.0735;
clk sinks;150;
CTS Buf Count;17;
Max Clock Skew;16.3;ps
[worst min path at each step]
stage	startpoint	to	slack (ps)	cells after the start
CTS	head_addr_reg[22]	head_addr_reg[22]	490	2
finish	head_addr_reg[22]	head_addr_reg[22]	490	2
global route	head_addr_reg[22]	head_addr_reg[22]	520	2
[layer usage]
| metal | GRT usage | vias up | part of all wire |
|---|---|---|---|
| met3 | 0.0514 | 29 | 0.16 |
| met5 | 0 | - | 0.0021 |
| li1 | - | 1780 | - |
| met1 | 0.0770 | 1736 | 0.35 |
| met2 | 0.121 | 274 | 0.48 |
| met4 | 0.0108 | 8 | 0.017 |
[cells by family (layout without fill, tap and decap cells)]
logic type               after synthesis  after routing  share of synthesized area
flip-flops                           150            150                      0.760
adder cells (fa/ha/maj)                1              1                    0.00222
buffers and inverters                108            418                      0.139
XOR/XNOR                               8              8                     0.0124
AND/OR/NAND/NOR                       56             56                     0.0584
multiplexers                           1              1                    0.00178
other                                  1              4                   0.000665
AND-OR/OR-AND                         25             25                     0.0249
[layout make-up]
type | count | area [sq um] | area share
Sequential cell | 150 | 4280 | 0.426
Timing Repair Buffer | 382 | 3810 | 0.379
Tap cell | 607 | 759 | 0.0754
Multi-Input combinational cell | 95 | 589 | 0.0585
Clock buffer | 17 | 425 | 0.0423
Clock inverter | 14 | 175 | 0.0174
Inverter | 5 | 20.0 | 0.00199
[cells in the final DEF (no fill, tap or decap), types with 5 or more instances in the layout]
| cell | n |
|---|---|
| or3_1 | 8 |
| clkbuf_16 | 17 |
| nor2_1 | 12 |
| o21ai_0 | 6 |
| nand3_1 | 8 |
| xnor2_1 | 5 |
| clkdlybuf4s50_1 | 378 |
| edfxtp_1 | 128 |
| dfxtp_1 | 22 |
| a21oi_1 | 11 |
| nand2_1 | 13 |
[cells in the mapped netlist, types with 4 or more instances]
| cell | count |
|---|---|
| edfxtp_1 | 128 |
| buf_4 | 101 |
| dfxtp_1 | 22 |
| nand2_1 | 13 |
| nor2_1 | 12 |
| a21oi_1 | 11 |
| nand3_1 | 8 |
| or3_1 | 8 |
| o21ai_0 | 6 |
| xnor2_1 | 5 |
| inv_1 | 4 |
[where the power goes]
part           total (W)  switching, W  internal, W
sequential      0.000365    0.00000431     0.000361
combinational  0.0000905     0.0000272    0.0000634
clock           0.000335      0.000137     0.000197
[per-stage QoR]
stage,hold slack (ps),area (sq um)
3_5_place_dp,477,9470
3_3_place_gp,478,9470
2_1_floorplan,439,5650
6_report,488,10100
5_1_grt,523,10100
4_1_cts,490,10100
[worst max-delay path: cells and delay by family]
family,cells,cell delay [ps]
buffers and inverters,3,1210
AOI/OAI and AO/OA,1,340
Power is estimated from default activity; no workload was simulated.

--- ./config.mk ---
export PLATFORM = sky130hd
export DESIGN_NAME = bufferfly_network
export DESIGN_NICKNAME = bufferfly_network
export VERILOG_FILES = /design/flow/design.v
export SDC_FILE = /design/flow/constraint.sdc
export NUM_CORES = 4
export LEC_CHECK = 1
export CORE_UTILIZATION = 50
--- ./constraint.sdc ---
current_design bufferfly_network

set clk_period 5.7
set clk_io_pct 0.2

create_clock -name clk0 -period $clk_period [get_ports {clk}]

set non_clock_inputs [all_inputs -no_clocks]
set_input_delay [expr $clk_period * $clk_io_pct] -clock clk0 $non_clock_inputs
set_output_delay [expr $clk_period * $clk_io_pct] -clock clk0 [all_outputs]
--- ./design.v ---
module butterfly_coordinator #(parameter W=8, MAX_DST_W=4, DST_IDX=3)
    (
        input wire                 input_0_valid  ,
        input wire [MAX_DST_W-1:0] input_0_dst    ,
        input wire [W-1:0]         input_0_payload,
        output wire                input_0_ready  ,
        input wire                 input_1_valid  ,
        input wire [MAX_DST_W-1:0] input_1_dst    ,
        input wire [W-1:0]         input_1_payload, 
        output wire                input_1_ready  ,
        output wire                 output_0_valid  ,
        output wire [MAX_DST_W-1:0] output_0_dst    ,
        output wire [W-1:0]         output_0_payload,
        input wire                  output_0_ready  ,
        output wire                 output_1_valid  ,
        output wire [MAX_DST_W-1:0] output_1_dst    ,
        output wire [W-1:0]         output_1_payload,
        input wire                  output_1_ready
    );
    wire valid_0_to_0 = input_0_valid && (input_0_dst[DST_IDX] == 0);   
    wire valid_0_to_1 = input_0_valid && (input_0_dst[DST_IDX] == 1);   
    wire valid_1_to_0 = input_1_valid && (input_1_dst[DST_IDX] == 0);   
    wire valid_1_to_1 = input_1_valid && (input_1_dst[DST_IDX] == 1);   
    wire ready_0_to_0 = output_0_ready && (input_0_dst[DST_IDX] == 0);                    
    wire ready_1_to_0 = output_1_ready && (input_0_dst[DST_IDX] == 1);                    
    wire ready_0_to_1 = output_0_ready && (input_1_dst[DST_IDX] == 0) && ~valid_0_to_0;   
    wire ready_1_to_1 = output_1_ready && (input_1_dst[DST_IDX] == 1) && ~valid_0_to_1;   
    assign output_0_valid = valid_0_to_0 || valid_1_to_0;
    assign output_1_valid = valid_0_to_1 || valid_1_to_1;
    assign input_0_ready = ready_0_to_0 || ready_1_to_0;
    assign input_1_ready = ready_0_to_1 || ready_1_to_1;
    assign output_0_payload = valid_0_to_0 ? input_0_payload : input_1_payload;
    assign output_1_payload = valid_0_to_1 ? input_0_payload : input_1_payload;
    assign output_0_dst = {{(MAX_DST_W-DST_IDX){1'b0}}, (valid_0_to_0 ? input_0_dst[DST_IDX:0] : input_1_dst[DST_IDX:0])};
    assign output_1_dst = {{(MAX_DST_W-DST_IDX){1'b0}}, (valid_0_to_1 ? input_0_dst[DST_IDX:0] : input_1_dst[DST_IDX:0])};
endmodule
module bufferfly_network #(parameter NETWORK_WIDTH_LOG2=3, W=8)
(
        input wire clk,
        input wire rst_n,
        input wire  [2**NETWORK_WIDTH_LOG2-1:0]                      input_valid_vec  ,
        input wire  [NETWORK_WIDTH_LOG2*(2**NETWORK_WIDTH_LOG2)-1:0] input_dst_vec    ,
        input wire  [W*(2**NETWORK_WIDTH_LOG2)-1:0]                  input_payload_vec,
        output wire [2**NETWORK_WIDTH_LOG2-1:0]                      input_ready_vec  ,
        output wire [2**NETWORK_WIDTH_LOG2-1:0]     output_valid_vec  ,
        output wire [W*(2**NETWORK_WIDTH_LOG2)-1:0] output_payload_vec,
        input wire  [2**NETWORK_WIDTH_LOG2-1:0]     output_ready_vec
    );
    localparam DST_WIDTH     = NETWORK_WIDTH_LOG2;
    localparam NETWORK_WIDTH = 2**NETWORK_WIDTH_LOG2;    
    localparam LAYER         = NETWORK_WIDTH_LOG2+1;     
    wire buffer_input_valid_vec[LAYER][NETWORK_WIDTH];
    wire buffer_input_ready_vec[LAYER][NETWORK_WIDTH];
    wire [DST_WIDTH-1:0] buffer_input_dst_vec[LAYER][NETWORK_WIDTH];
    wire [W-1:0] buffer_input_payload_vec[LAYER][NETWORK_WIDTH];
    wire buffer_output_valid_vec[LAYER][NETWORK_WIDTH];
    wire buffer_output_ready_vec[LAYER][NETWORK_WIDTH];
    wire [DST_WIDTH-1:0] buffer_output_dst_vec[LAYER-1][NETWORK_WIDTH];
    wire [W-1:0] buffer_output_payload_vec[LAYER][NETWORK_WIDTH];
    genvar i,j;
    generate
        for(i = 0; i < NETWORK_WIDTH; i = i+1) begin : connect_input_output
            assign buffer_input_valid_vec[0][i]   = input_valid_vec[i];
            assign buffer_input_dst_vec[0][i]     = input_dst_vec[i*DST_WIDTH +: DST_WIDTH];
            assign buffer_input_payload_vec[0][i] = input_payload_vec[i*W +: W];
            assign input_ready_vec[i] = buffer_input_ready_vec[0][i];
            assign output_valid_vec[i]          = buffer_output_valid_vec[LAYER-1][i];
            assign output_payload_vec[i*W +: W] = buffer_output_payload_vec[LAYER-1][i];
            assign buffer_output_ready_vec[LAYER-1][i] = output_ready_vec[i];
        end
    endgenerate
    genvar layer;
    generate 
        for(layer = 0; layer < LAYER - 1; layer = layer + 1) begin : buffer_for_each_layer
            for(i = 0; i < NETWORK_WIDTH; i = i + 1) begin : buffer_for_each_node_in_one_layer
                pingpong_reg #(.W(W + DST_WIDTH)) pingpong_reg_inst (
                                 .clk(clk),
                                 .rst_n(rst_n),
                                 .input_valid  (buffer_input_valid_vec[layer][i]),
                                 .input_payload({buffer_input_payload_vec[layer][i],buffer_input_dst_vec[layer][i]}),
                                 .input_ready  (buffer_input_ready_vec[layer][i]),
                                 .output_valid  (buffer_output_valid_vec[layer][i]),
                                 .output_payload({buffer_output_payload_vec[layer][i],buffer_output_dst_vec[layer][i]}),
                                 .output_ready  (buffer_output_ready_vec[layer][i])
                             );
            end
        end
    endgenerate
    generate
        for(i = 0; i < NETWORK_WIDTH; i = i+1) begin : buffer_for_each_node_in_last_layer
            pingpong_reg #(.W(W)) pingpong_reg_inst (
                             .clk(clk),
                             .rst_n(rst_n),
                             .input_valid  (buffer_input_valid_vec[LAYER-1][i]),
                             .input_payload(buffer_input_payload_vec[LAYER-1][i]),
                             .input_ready  (buffer_input_ready_vec[LAYER-1][i]),
                             .output_valid  (buffer_output_valid_vec[LAYER-1][i]),
                             .output_payload(buffer_output_payload_vec[LAYER-1][i]),
                             .output_ready  (buffer_output_ready_vec[LAYER-1][i])
                         );
        end
    endgenerate
    genvar group_idx, in_group_idx;
    generate
        for(layer = 0; layer < LAYER-1; layer = layer + 1) begin : butterfly_network
            localparam group_num = 2**layer;
            localparam group_size = NETWORK_WIDTH / group_num / 2;
            localparam butterfly_gap = group_size;
            for(group_idx = 0; group_idx < group_num ; group_idx = group_idx + 1) begin
                for(in_group_idx = 0; in_group_idx < group_size; in_group_idx = in_group_idx + 1) begin
                    localparam top_idx = group_idx * group_size * 2 + in_group_idx;
                    localparam btm_idx = top_idx + butterfly_gap;
                    butterfly_coordinator #(.W(W), .MAX_DST_W(DST_WIDTH), .DST_IDX(DST_WIDTH-layer-1)) coordinator (
                        .input_0_valid  (buffer_output_valid_vec[layer][top_idx]),
                        .input_0_dst    (buffer_output_dst_vec[layer][top_idx]),
                        .input_0_payload(buffer_output_payload_vec[layer][top_idx]),
                        .input_0_ready  (buffer_output_ready_vec[layer][top_idx]),
                        .input_1_valid  (buffer_output_valid_vec[layer][btm_idx]),
                        .input_1_dst    (buffer_output_dst_vec[layer][btm_idx]),
                        .input_1_payload(buffer_output_payload_vec[layer][btm_idx]),
                        .input_1_ready  (buffer_output_ready_vec[layer][btm_idx]),
                        .output_0_valid  (buffer_input_valid_vec[layer+1][top_idx]),
                        .output_0_dst    (buffer_input_dst_vec[layer+1][top_idx]),
                        .output_0_payload(buffer_input_payload_vec[layer+1][top_idx]),
                        .output_0_ready  (buffer_input_ready_vec[layer+1][top_idx]),
                        .output_1_valid  (buffer_input_valid_vec[layer+1][btm_idx]),
                        .output_1_dst    (buffer_input_dst_vec[layer+1][btm_idx]),
                        .output_1_payload(buffer_input_payload_vec[layer+1][btm_idx]),
                        .output_1_ready  (buffer_input_ready_vec[layer+1][btm_idx])
                    );
                end
            end
        end
    endgenerate
endmodule
module fifo #(parameter [31:0] DEPTH = 4, W = 8) (
    input wire clk,
    input wire rst_n,
    input wire input_valid,
    input wire [W-1:0] input_payload,
    output wire input_ready,
    output wire output_valid,
    output wire [W-1:0] output_payload,
    input wire output_ready 
);
localparam ADDR_WIDTH = $clog2(DEPTH);
localparam COUNT_WIDTH = $clog2(DEPTH)+1;
reg [W-1:0] buffer_reg [DEPTH-1:0];
reg [ADDR_WIDTH-1:0] head_ptr_reg, tail_ptr_reg;
reg [COUNT_WIDTH-1:0] count_reg;
localparam [COUNT_WIDTH-1:0] MAX_COUNT = COUNT_WIDTH'(DEPTH - 1);
assign input_ready = count_reg <= MAX_COUNT;
assign output_valid = count_reg > 0;
assign output_payload = buffer_reg[head_ptr_reg];
always @(posedge clk) begin
    if (~rst_n) begin
        head_ptr_reg <= '0;
        tail_ptr_reg <= '0;
        count_reg <= '0;
    end else begin
        if (input_valid && input_ready) begin
            buffer_reg[tail_ptr_reg] <= input_payload;
            tail_ptr_reg <= tail_ptr_reg + 1;
        end
        if (output_valid && output_ready) begin
            head_ptr_reg <= head_ptr_reg + 1;
        end
        if (input_valid && input_ready && output_valid && output_ready) begin
            count_reg <= count_reg;
        end else if (input_valid && input_ready) begin
            count_reg <= count_reg + 1;
        end else if (output_valid && output_ready) begin
            count_reg <= count_reg - 1;
        end
    end
end
endmodule
module pingpong_reg #(parameter W=8)
(
    input wire clk,
    input wire rst_n,
    input  wire         input_valid,
    output wire         input_ready,
    input  wire [W-1:0] input_payload,
    output wire         output_valid,
    input  wire         output_ready,
    output wire [W-1:0] output_payload
);
    fifo #(.W(W), .DEPTH(2)) internal_fifo (
        .clk(clk),
        .rst_n(rst_n),
        .input_valid(input_valid),
        .input_ready(input_ready),
        .input_payload(input_payload),
        .output_valid(output_valid),
        .output_ready(output_ready),
        .output_payload(output_payload)
    );
endmodule
--- ./run.sh ---
#!/bin/bash
# OpenROAD 26Q1-2900-gdf79404cd8, Yosys 0.63+post, stock flow scripts
make -C /OpenROAD-flow-scripts/flow DESIGN_CONFIG=/design/flow/config.mk WORK_HOME=/design/flow/orfs finish
==> run summary <==
Notes from the flow run.

Run status:
- The run finished with clean final reports.

Global routing:
- The run gives the met2 layer usage reported by global route as 0.313.
- The run gives the met3 track demand over resource as 0.0950.
- The run puts the via count of the first global-routing pass at 18100.
- The run puts the met1 routing resource usage after global routing at 0.338.
- met1 is the most crowded layer.
- The run puts the overall routing resource usage at 0.220.
- The first global-routing pass estimated 102000 um of wire.
- The number of antenna violations at the first check in global routing came to 0.
- The run gives the remaining global-route overflow as 0.
- The run puts the maximum number of pins on one net before global-route repair at 57.

Synth:
- Summed over all instances, the cell type with the most area after synthesis is edfxtp_1.
- The run gives the mean cell area of the mapped netlist as 14.5 um^2.
- Looking at the gate-level netlist, the highest instance count belongs to edfxtp_1.
- In the synthesized netlist the dominant register cell turns out to be edfxtp_1.
- For this run, the register share of the synthesized area comes to 0.644.
- The run gives the post-synthesis instance total as 2295.
- The run puts the number of flops mapped to enable cells by yosys at 608.
- By count the netlist is led by edfxtp_1, mux2i_1, nor2_1.
- Summing every instance area after synthesis gives 0.0333 mm^2.
- The run puts the post-synthesis sequential element count at 768.
- The run puts the fraction of registers with async set/reset at 0.
- The run gives the number of warnings printed during yosys synthesis as 3.
- In the post-synthesis netlist, the biggest area contributors are edfxtp_1, mux2i_1, dfxtp_1, ha_1, mux2_2.
- The run puts the count of distinct cell types in the synthesized netlist at 64.
- The run puts the area share of the largest cell type after synthesis at 0.548.
- The run gives the cell count listed in synth_stat.txt as 2295.
- The run puts the yosys-reported design area after synthesis at 0.0333 mm^2.

Die:
- The run puts the y dimension of the die at 260 um.
- During I/O placement, the number of pins put on the boundary was 186.
- The floorplan step defined a die boundary enclosing 0.0677 mm^2.
- The run puts the initial cell density of the core at 0.506.
- The run gives the number of cell rows as 94.
- The run puts the die span in x at 260 um.
- The run gives the placeable core region as 0.0659 mm^2.

Placed design:
- STA on the placed design reports a worst setup slack of 2280 ps.
- Detailed placement ended at an HPWL of 50700 um.
- The run puts the number of port buffers at 185.
- The run gives the placer congestion estimate as 0.877.
- The run puts the number of cells after detailed placement at 3306.
- The run puts the post-placement cell area at 0.0361 mm^2.

Job:
- The run gives the number of max-cap violations as 0.
- The run gives the number of OpenROAD warnings as 81.

Drt:
- The count of nets left with antenna violations once routing finished came out at 0.
- The run puts the first-pass iteration count of the detailed router at 5.
- Dividing the detail-routed via count by the number of cells gives 5.26.
- The run puts the number of diodes at 0.
- The detailed router finished its first iteration with 824 violations.
- The run gives the via count as 18100.
- The run puts the detail-routed net length per standard cell at 19.7 um.
- The run puts the routed wire length at 67800 um.
- In the routed design, unresolved DRC markers number 0.

Final layout:
- The finished cells cover 0.0386 mm^2.
- The run puts the layout filler cell count at 4875.
- The run puts the fraction of final layout cells sized beyond drive strength 1 at 0.107.
- The run puts the final core utilization at 0.586.
- Compared with the post-synthesis result, the final layout area differs by 15.9%.
- The run gives the final standard cell count with taps included and fillers excluded as 3448.

CTS:
- Looking at the worst setup and hold paths, the clock pins of their registers show a slew of 60 ps.
- The run gives the count of buffers added by post-CTS timing repair for setup as 0.
- The run puts the insertion delay at the late pin of the worst-skew pair at 610 ps.
- The run gives the cts-stage hold buffer count as 0.
- The run puts the number of gates given a new drive strength after cts at 0.
- The clock net in this run drives a total of 768 sinks.
- The run puts the H-tree depth reported by CTS at 3.
- The run puts the number of buffers created by CTS at 78.
- The run gives the clock tree from TritonCTS as yes.
- Looking at the clock tree report, the root buffer type is clkbuf_16.
- The run gives the worst-case clock buffer depth as 3.

Final timing:
- Per the finish-stage timing summary, setup violations number 0.
- The run puts the final count of hold timing violations at 0.
- The run puts the worst-margin pin slew at 849 ps.
- The flow reports an fmax of 321 MHz.
- Setup repair after global routing left no endpoint under its margin.
- The run puts the setup TNS after final layout at 0 ps.
- The run puts the clock period minus final worst setup slack at 3110 ps.
- The run gives the worst hold margin as 480 ps.
- The run gives the max-slew violation count as 0.
- The run gives the worst slew margin relative to its limit as 0.432.
- The run gives the final worst-path setup slack as 2590 ps.
- The run puts the fraction of the cycle the final worst path needs at 0.546.
- Across the routed clock network, the largest skew measured is 20.5 ps.

Setup path:
- STA classifies the critical path endpoint as a primary output.
- The run puts the maximum cell stage delay along the critical path at 540 ps.
- The run gives the cell type group with the largest total delay on the critical path as flip-flops.
- The OpenROAD report gives the critical path a data arrival time of 1970 ps.
- The slowest stage of the critical path belongs to the cell dfxtp_1.
- STA classifies the critical path startpoint as a flop.
- The report lists the cells along the critical path as mux2_2 > clkdlybuf4s50_1.
- The run puts the required time of the critical path at 4560 ps.
- The run gives the largest fanout on the critical path as 8.
- The worst setup path is of the reg -> out kind.
- The script reports the combined buffer and inverter count of the critical path as 1.

Power and ir drop:
- The report lists the power per cell area as 549 mW/mm^2.
- The run puts the maximum vdd ir drop at 0.000286 V.
- The run puts the total power at 21.2 mW.
- The leakage power in the latest report is 13.3 nW.

Worst hold path:
- The path class of the tightest hold or removal check is reg -> reg.
==> worst paths after layout <==
| check | start | end | slack (ps) | cells after the start |
|---|---|---|---|---|
| setup / recovery | flop | output_payload_vec[38] | 2590 | 2 |
| hold / removal | flop | flop | 480 | 2 |
| hold reg to reg | flop | flop | 480 | 2 |
| setup reg to reg | flop | flop | 2680 | 6 |
==> report_power, final <==
group	internal, mW	total [mW]	switching (mW)	leakage (nW)
combinational	3.37	7.64	4.26	5.17
sequential	7.84	8.63	0.794	6.86
clock	2.91	4.94	2.03	1.24
==> tightest hold or removal path: stages (launching register included) <==
cell and delay (ps):
dfxtp_1 330, nand2_1 60, mux2i_1 50
==> cell type report <==
cell class | instances | area [um^2] | share of cell area
clock buffers | 106 | 2220 | 0.0575
clock inverters | 36 | 283 | 0.00732
inverters | 91 | 347 | 0.00897
multi-input cells | 1340 | 10900 | 0.283
flip-flops and latches | 768 | 21500 | 0.556
well taps | 864 | 1080 | 0.0280
repair buffers | 243 | 2280 | 0.0591
==> metal layers <==
layer  routed length, um  up-vias
met3                6380      116
met5                 151        -
met1               28700     8621
li1                    -     8921
met2               30500      485
met4                2010        4
==> layout by cell type (no fill, tap or decap), types with 20 or more instances in the layout <==
cell type          n
nor3_1            42
mux2_2            77
mux2i_1          479
or3_1             24
clkdlybuf4s50_1  184
edfxtp_1         608
clkbuf_16         81
nor2_1           180
nand2_1           51
a21oi_1           32
o21ai_0           34
inv_1             90
xor2_1            21
nand2b_1          35
dfxtp_1          160
xnor2_1           75
nor2b_1           20
ha_1              88
and3_1            21
buf_4             58
==> cell families after synthesis <==
family / share of synthesized area
DFF: 0.644
muxes: 0.174
and+or+nand+nor: 0.0609
buffers and inverters: 0.0276
AOI/OAI and AO/OA: 0.0350
xor gates and xnor gates: 0.0252
adders and majority gates: 0.0333
No activity file was given, so power comes from the tool's default toggle rates.
